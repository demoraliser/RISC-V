===== flow/run.sh =====
#!/bin/bash
# OpenROAD 26Q1-2900-gdf79404cd8, Yosys 0.63+post, stock flow scripts
make -C /OpenROAD-flow-scripts/flow DESIGN_CONFIG=/design/flow/config.mk WORK_HOME=/design/flow/orfs finish

===== flow/config.mk =====
export PLATFORM = sky130hd
export DESIGN_NAME = Top1
export DESIGN_NICKNAME = Top1
export VERILOG_FILES = /design/flow/design.v
export SDC_FILE = /design/flow/constraint.sdc
export NUM_CORES = 4
export LEC_CHECK = 1
export CORE_UTILIZATION = 50
export SYNTH_MEMORY_MAX_BITS = 65536

===== flow/constraint.sdc =====
current_design Top1

set clk_period 493.4
set clk_io_pct 0.2

create_clock -name clk0 -period $clk_period [get_ports {clk}]

set non_clock_inputs [all_inputs -no_clocks]
set_input_delay [expr $clk_period * $clk_io_pct] -clock clk0 $non_clock_inputs
set_output_delay [expr $clk_period * $clk_io_pct] -clock clk0 [all_outputs]

===== flow/design.v =====
`timescale 1ns / 1ps
module ALU(x,y,ALUControl,cout,zero,result);
input [63:0]x,y;
input [3:0]ALUControl;
output reg cout;
output reg[63:0]result;
output reg zero;
always @(x,y,ALUControl)
begin
case(ALUControl)
4'b0010:{cout,result}=x+y;
4'b0110:{cout,result}=x-y;
4'b0000:result=x&y;
4'b0001:result=x|y;
default:result=64'bx;
endcase
if(result==0)
            begin
                 zero=1;
            end
else
    begin
         zero=0;
    end
end
endmodule
`timescale 1ns / 1ps
module DM(
input wire clk,
input wire [63:0] address,
input wire [63:0] write_data,
input wire mem_write,
input wire mem_read,
output reg [63:0] read_data
);
reg [63:0] memory [0:255];  
integer i;
initial
    begin
    for(i=0;i<10;i=i+1)
    begin
   memory[i]=i;
    end
    end
 always @(posedge clk) begin
   if (mem_write) 
   begin
   memory[address] <= write_data;  
    end
    end
 always @(mem_read,address) 
 begin
  if (mem_read) 
  begin
    read_data = memory[address]; 
    end 
    else 
    begin
      read_data = 64'b0;  
    end
    end
endmodule
`timescale 1ns / 1ps
module IR(                                     
input [63:0] address_in,
output reg [31:0] inst);
reg [7:0] mem[511:0];
initial
begin
        mem[0] = 8'b0;
        mem[1] = 8'b0;
        mem[2] = 8'b0;
        mem[3] = 8'b0;
        mem[4] = 8'b10000011;;
        mem[5] = 8'b00000000;
        mem[6] = 8'b00000001;
        mem[7] = 8'b00000000; 
        mem[8] = 8'b00000011;
        mem[9] = 8'b10000010;
        mem[10]= 8'b00000001;
        mem[11]= 8'b00000000; 
        mem[12]= 8'b10110011;
        mem[13]= 8'b10001111;
        mem[14]= 8'b01000000;
        mem[15]= 8'b00000000; 
        mem[16]= 8'b00100011;
        mem[17]= 8'b0;
        mem[18]= 8'b11110000;
  	mem[19]= 8'b00000001; 
	mem[20]= 8'b01100011;	 
        mem[21]= 8'b10000101;   
        mem[22]= 8'b00100000;   
        mem[23]= 8'b0;       
        mem[24]= 8'b0;
        mem[25]= 8'b0;
        mem[40]=  8'b00000011;                      
        mem[41]=  8'b10000010;                      
        mem[42]=  8'b00000001;                      
        mem[43]=  8'b00000000; 
end
always @( address_in)
begin
inst={mem[address_in+3],mem[address_in+2],mem[address_in+1],mem[address_in]};
end
endmodule
`timescale 1ns / 1ps
module Top1(input reset,clk,start,
output [63:0]readData1,readData2,ALUOut,writeData,
output [31:0]inst,
output  [63:0]ALUIn2,imm_out,DM_out,
output  [3:0] ALUControl,
output  Branch,cout,zero,MemRead,MemtoReg,MemWrite,ALUSrc,RegWrite
    );
     wire [63:0]t3;
  wire sel;  
   pc_ir_add2_mux u2(
        .start(start),.clk(clk),.sel(sel),
       .t3(t3),
     .inst(inst)
             );
 cnt_op  u1(
    .A(inst),
    .reset(reset),
    .clk(clk),
     .imm(imm_out),
    .Branch(Branch),
     .cout(cout),.zero(zero),    
    . MemRead(MemRead),
    . MemtoReg(MemtoReg),
    . MemWrite(MemWrite),
    . ALUSrc(ALUSrc),
    . RegWrite(RegWrite),
    .ALUControl(ALUControl)
    ,.result(ALUOut),
    .readData1(readData1),
       .readData2(readData2),
       .writeData(writeData)
        );
         imm_gen u3(.A(inst),.B(imm_out));
                   assign t3=imm_out<<2;
           and(sel,Branch,zero);
endmodule
`timescale 1ns / 1ps
module adder(
input [63:0]x,y,
output reg [63:0]sum,
output reg c
    );
 always @(x,y)
 begin
 {c,sum}=x+y;
 end
 endmodule
`timescale 1ns / 1ps
module cnt_op(
input [31:0]A,
input reset,clk,
input [63:0] imm,
 output Branch, 
 cout,zero,    
output MemRead,
output MemtoReg,
output MemWrite,
output ALUSrc,
output RegWrite,
output [3:0] ALUControl
,output [63:0]result,
output [63:0]readData1,
output [63:0]readData2,
output [63:0]writeData
    );
    wire[63:0] ALUIn2,DM_out;
    control  u1(
       .inst(A), 
       .reset(reset) ,
       .Branch(Branch) ,    
       .MemRead(MemRead),
       .MemtoReg(MemtoReg),
       .MemWrite(MemWrite),
       .ALUControl(ALUControl),
       .ALUSrc(ALUSrc),
       .RegWrite(RegWrite)
    );
  RF1 RF(
             .readData1(readData1),.readData2(readData2),.writeData(writeData),.RegWrite(RegWrite),.clk(clk),. readReg1(A[19:15]) ,.readReg2(A[24:20]),.writeReg(A[11:7])
         );
  mux mux2(.sel(ALUSrc),.in0(readData2),.in1(imm),.out(ALUIn2));
  DM DM(
     .clk(clk),
      .address(result),                           
     . write_data(readData2),
    . mem_write(MemWrite),
    . mem_read(MemRead),
     . read_data(DM_out)
       );  
   ALU u4( .x(readData1),.y(ALUIn2),.ALUControl(ALUControl),.cout(cout),.zero(zero),.result(result));
    mux mux3(.sel(MemtoReg),.in0(result),.in1(DM_out),.out(writeData));
endmodule
module control(
  input [31:0] inst, 
  input reset,
  output reg Branch,     
  output reg MemRead,
  output reg MemtoReg,
  output reg MemWrite,
  output reg [3:0] ALUControl,
  output reg ALUSrc,
  output reg RegWrite
);
wire [3:0] p;
wire [6:0] opcode;
assign p = {inst[30], inst[14:12]};
assign opcode = inst[6:0];
always @(inst or reset) begin
  if (reset) begin
    ALUSrc      <= 0;
    MemtoReg    <= 0;
    RegWrite    <= 0;
    MemRead     <= 0;
    MemWrite    <= 0;
    Branch      <= 0;
    ALUControl  <= 4'bx;
  end else begin
    case (opcode)
      7'b0110011: begin  
        case (p)
          4'b0000: begin  
            ALUSrc     <= 0;
            MemtoReg   <= 0;
            RegWrite   <= 1;
            MemRead    <= 0;
            MemWrite   <= 0;
            Branch     <= 0;
            ALUControl <= 4'b0010;
          end
          4'b1000: begin  
            ALUSrc     <= 0;
            MemtoReg   <= 0;
            RegWrite   <= 1;
            MemRead    <= 0;
            MemWrite   <= 0;
            Branch     <= 0;
            ALUControl <= 4'b0110;
          end
          4'b0111: begin  
            ALUSrc     <= 0;
            MemtoReg   <= 0;
            RegWrite   <= 1;
            MemRead    <= 0;
            MemWrite   <= 0;
            Branch     <= 0;
            ALUControl <= 4'b0000;
          end
          4'b0110: begin  
            ALUSrc     <= 0;
            MemtoReg   <= 0;
            RegWrite   <= 1;
            MemRead    <= 0;
            MemWrite   <= 0;
            Branch     <= 0;
            ALUControl <= 4'b0001;
          end
          default: begin  
            ALUSrc     <= 0;
            MemtoReg   <= 0;
            RegWrite   <= 0;
            MemRead    <= 0;
            MemWrite   <= 0;
            Branch     <= 0;
            ALUControl <= 4'bx;
          end
        endcase
      end
      7'b0000011: begin  
        ALUSrc     <= 1;
        MemtoReg   <= 1;
        RegWrite   <= 1;
        MemRead    <= 1;
        MemWrite   <= 0;
        Branch     <= 0;
        ALUControl <= 4'b0010;
      end
      7'b0100011: begin  
        ALUSrc     <= 1;
        MemtoReg   <= 1'bx;
        RegWrite   <= 0;
        MemRead    <= 0;
        MemWrite   <= 1;
        Branch     <= 0;
        ALUControl <= 4'b0010;
      end
      7'b1100011: begin  
        ALUSrc     <= 0;
        MemtoReg   <= 1'bx;
        RegWrite   <= 0;
        MemRead    <= 0;
        MemWrite   <= 0;
        Branch     <= 1;
        ALUControl <= 4'b0110;
      end
      default: begin  
        ALUSrc     <= 0;
        MemtoReg   <= 0;
        RegWrite   <= 0;
        MemRead    <= 0;
        MemWrite   <= 0;
        Branch     <= 0;
        ALUControl <= 4'bx;
      end
    endcase
  end
end
endmodule
`timescale 1ns / 1ps
module imm_gen(A,B
    );
    input [31:0]A;
    output reg[63:0]B;
    wire [6:0]opcode=A[6:0];
    always @(A)
    begin
         case(opcode)
                     7'b0110011:B=64'b0; 
                     7'b0000011:B={{52{A[31]}},A[31:20]}; 
                     7'b0100011:B={{52{A[31]}},A[31:25],A[11:7]}; 
                     7'b1100011:B={{52{A[31]}},A[31],A[7],A[30:25],A[11:8]}; 
                     default: B=0;
         endcase
    end
endmodule
`timescale 1ns / 1ps
module mux(input sel,
input [63:0]in0,in1,
output reg[63:0] out);
always@(sel,in0,in1)
begin
case(sel)
1'b0:
     begin
          out=in0;
     end
1'b1:
     begin
          out=in1;
     end
endcase
end
endmodule
`timescale 1ns / 1ps
module pc(
input [63:0]pcin,
input clk,rst,
output reg [63:0]pcout
);
always@(posedge clk,posedge rst)  
begin
if(rst)
begin
pcout<=0;
end
else
begin
pcout<=pcin;
end
end
endmodule
`timescale 1ns / 1ps
module pc_ir_add2_mux(
input start,clk,sel,
input [63:0]t3,
output [31:0]inst
    );
     wire [63:0]pcout,t1,t0,pcin;
     reg [63:0]r1=64'd4;
     pc pc_dut(            
  .pcin(pcin),     
  .clk(clk),
  .rst(start),        
  .pcout(pcout));    
    IR IR_dut(              
   .address_in(pcout),
   .inst(inst));
       adder add1(        
  .x(pcout),
  .y(r1),     
  .sum(t0),
  . c( ) );
   adder add2(        
  .x(pcout),
  .y(t3),     
  .sum(t1),
  . c( ) );    
  mux mux1(
   .sel(sel), 
 .in0(t0),.in1(t1),  
   .out(pcin));
endmodule
`timescale 1ns / 1ps
module RF1(
    readData1,readData2,writeData,RegWrite,clk,  readReg1 ,readReg2,writeReg
);
    input clk,RegWrite;
   input [4:0]readReg1 , readReg2,writeReg;
    input[63:0] writeData;
    output reg [63:0]  readData1,readData2;
 integer i;
    reg[63:0] RF[31:0];
    initial
    begin
    for(i=0;i<10;i=i+1)
    begin
    RF[i]=i;
    end
    end
    always @(readReg1,readReg2)
    begin
    readData1 = RF[readReg1];
    readData2 = RF[readReg2];
     end
    always @(posedge clk)
        if (RegWrite) 
                     begin
                          RF[writeReg]<=writeData;
                     end     
endmodule

==> Changelog: implementation <==
### Metrics

* Total number of vias at 313,700
* Vias/cell at 6.408
* Root Buffer: clkbuf_16
* Clock latency (worst-skew pair) at 1.38 ns
* Placed cell count at 45,540
* Largest net degree at the start of global routing at 123
* Most area-hungry cell type in the Yosys netlist: edfxtp_1
* Asr flop ratio synth at 0.0002385
* Worst hold margin at 0.6815 ns
* Final instance area at 0.7405 sq mm
* IO Count at 495
* Synth-to-layout area growth at 14.22%
* Post-Layout Cell Count at 48,960
* Element type at the critical path end: output pin
* GRT Total Usage at 0.3651
* Worst reg2reg path depth at 30
* Initial antenna violation count at 170
* 1st-iter DRT viols at 23,100
* Total tool warning count at 113
* Most instantiated logic cells after routing: edfxtp_1, mux4_2, buf_4, clkbuf_16, nand2_1
* Dpl ws at 283.15 ns
* Crit path DRT at 394.72 ns
* Layout cell share with drive strength beyond 1 at 0.3136
* Total Neg Setup Slack at 0 ns
* Yosys Instances at 27,590
* Seq share, synth at 0.7768
* CTS tree: built
* Post CTS Setup Buffer Count at 0
* Crit path kind: in -> out
* Worst Max-Slew Pin Slew at 1.705 ns
* Pre-antenna DRT Iters at 6
* Final core utilization at 0.5737
* Global-route wire length before repair at 2817 mm
* Hold Fails Final Rpt at 0
* Gpl congestion at 0.9563
* Die area at 1.301 sq mm
* # DRC at 0
* Critical path arrival at 111.76 ns
* Syn Area/Cell at 23.50 sq um
* Hold crit path type: reg -> reg
* Relative slew margins at -0.1397
* Tcrit/Tclk final at 0.4265
* Placed cell area at 0.6851 sq mm
* Crit-path max FO at 76
* Core area at 1.291 sq mm
* Adder share at 0.002698
* Resized cells post-CTS at 0
* Post-DP HPWL at 1262 mm
* Highest clock rate at 0.004752 GHz
* Status: complete, but fails checks
* Most common reg cell: edfxtp_1
* Post-DRT Antenna Nets at 0
* Unique cell types at 98
* CTS max path bufs at 6
* Worst setup margin at 282.96 ns
* Warning count from the yosys run at 138
* Filler Cell Count at 90,350
* Die Wd at 1.141 mm
* Max_cap viols at 4
* Area fraction in compound gates at 0.01126
* Post-synth EDFFs at 16,770
* Synth top area share at 0.7767
* Number of buffers added on ports at 286
* Xor/xnor share of the synthesized area at 0.0007430
* Unrepaired setup endpoints after global routing: no
* H-tree levels at 7
* Clk pin slew, worst setup/hold paths at 0.06 ns
* Hold path depth at 1
* Drt total wl at 2066 mm
* Yosys stat chip area at 0.6483 sq mm
* Overflow after GRT at 0
* Fin crit period at 210.44 ns
* Fp_density at 0.5022
* Violated checks: max-capacitance violations, max-slew violations
* Total CTS buffers at 1,753
* Rows at 417
* CTS hold repair buffers at 0
* Max-slew violations at 34
* Die Y at 1.141 mm
* Final setup fails at 0
* Crit path launch type: input pin
* Synth logic family: multiplexers
* Mux share at 0.1799
* Post-synth area hogs: edfxtp_1, mux4_2, nand2_1, clkbuf_1, nor2_1
* Simple share at 0.01586
* Clk_skew at 0.1596 ns
* FF+latch count, synth at 16,770
* Post-Syn Instances at 27,590
* Clock Sinks at 16,770
* Wire per inst at 42.20 um
* Most frequent logic cell in the layout: edfxtp_1
* Vias in the first global route at 347,400
* Mapped Area at 0.6483 sq mm
## sequential cells by signal, indices dropped and copies added, names as in the netlist
register and count:
u2.pc_dut.pcout 4, u1.DM.memory 16384, u1.RF.RF 384
## final timing paths
check / slack (ns) / startpoint / endpoint
max: 282.96 / reset / writeData[41]
min: 0.68 / u2.pc_dut.pcout[5]$_DFF_PP0_ / u2.pc_dut.pcout[5]$_DFF_PP0_
max reg2reg: 478.34 / u2.pc_dut.pcout[5]$_DFF_PP0_ / u1.RF.RF[0][41]$_DFFE_PP_
min reg2reg: 0.68 / u2.pc_dut.pcout[5]$_DFF_PP0_ / u2.pc_dut.pcout[5]$_DFF_PP0_
max in group asynchronous: 395.68 / start / u2.pc_dut.pcout[2]$_DFF_PP0_
min in group asynchronous: 97.57 / start / u2.pc_dut.pcout[5]$_DFF_PP0_
## area by class of cell
class	count	area (sq um)	share of cell area
antenna	316	790.8	0.001068
clock buffer	2105	45740	0.06177
clock inverter	999	8785	0.01186
inverter	142	571.8	0.0007722
multi-input combinational	9289	141500	0.1911
sequential	16770	503600	0.6801
tap	17180	21490	0.02903
timing repair buffer	2158	17990	0.02429
## cell usage after synthesis, types with 92 or more instances
library cell / instances
buf_1: 446
ha_1: 135
mux2i_1: 169
o21ai_0: 126
mux4_2: 5103
edfxtp_1: 16770
nand2_1: 1280
clkbuf_1: 734
o22ai_1: 92
buf_4: 218
nand3_1: 260
buf_2: 322
inv_1: 134
a21oi_1: 267
nor2_1: 500
a31oi_1: 146
## per-layer routing
layer	up-vias	track usage	part of all wire
li1	123300	-	-
met1	157800	0.3971	0.26
met2	28150	0.4633	0.43
met3	4190	0.3797	0.25
met4	300	0.1385	0.053
met5	-	0.1276	0.0090
## cell families (layout without fill, tap and decap cells)
group | Yosys count | count (layout)
multiplexers | 5272 | 5272
flip-flops | 16770 | 16770
other | 2 | 655
AND/OR/NAND/NOR | 2402 | 2402
AND-OR/OR-AND | 1083 | 1083
adder cells (fa/ha/maj) | 138 | 138
buffers and inverters | 1864 | 5404
XOR/XNOR | 55 | 55
## critical path, cell delays in order
cell	delay, ns
clkdlybuf4s50_1	0.51
nor3_1	0.48
nand2_1	0.33
inv_1	0.27
nor2_4	0.14
and2_1	0.23
ha_1	0.20
inv_1	0.11
fa_1	0.46
nand2_1	0.12
and2_4	0.57
buf_4	0.76
buf_4	0.61
buf_4	0.64
buf_12	0.44
buf_4	0.52
buf_4	0.62
buf_4	0.62
mux4_2	0.41
mux4_2	0.47
mux2i_1	0.60
o22ai_1	0.68
buf_4	0.36
a211oi_1	1.13
a31oi_1	0.50
buf_4	0.34
clkdlybuf4s50_1	0.43
